--- flow/run.sh ---
#!/bin/bash
# OpenROAD 26Q1-2900-gdf79404cd8, Yosys 0.63+post, stock flow scripts
make -C /OpenROAD-flow-scripts/flow DESIGN_CONFIG=/design/flow/config.mk WORK_HOME=/design/flow/orfs finish
--- flow/config.mk ---
export PLATFORM = sky130hd
export DESIGN_NAME = MUX7x1
export DESIGN_NICKNAME = MUX7x1
export VERILOG_FILES = /design/flow/design.v
export SDC_FILE = /design/flow/constraint.sdc
export NUM_CORES = 4
export LEC_CHECK = 1
export CORE_AREA = 10 10 111 111
export DIE_AREA = 0 0 121 121
--- flow/design.v ---
module MUX7x1 (
    input  wire [31:0] a, b, c, d, e, f, g,
    input  wire [2:0] sel,
    output wire [31:0] out
);
assign out = sel == 0 ? a :
             sel == 1 ? b :
             sel == 2 ? c :
             sel == 3 ? d :
             sel == 4 ? e :
             sel == 5 ? f :
             sel == 6 ? g :
             0;
endmodule
--- flow/constraint.sdc ---
current_design MUX7x1

set clk_period 4.6
set clk_io_pct 0.2

create_clock -name clk0 -period $clk_period

set non_clock_inputs [all_inputs -no_clocks]
set_input_delay [expr $clk_period * $clk_io_pct] -clock clk0 $non_clock_inputs
set_output_delay [expr $clk_period * $clk_io_pct] -clock clk0 [all_outputs]
==> out/metrics.cfg <==
[outcome]
outcome = finished clean

[cts]
cts_resized = 0
post-cts-setup-buffers = 0
ctsHoldBuffers = 0

[route]
drt_iter0_markers = 97
wire_per_inst_um = 20.9
ant_nets = 0
drtPass1Iterations = 4
vias_per_cell = 4.81
routed_wl_um = 13800
drc = 0
vias = 3172

[final_timing]
holdWs_ns = 2.82
worst_slew_pin_slew_ns = 0.598
post-route-period-util_pct = 82.8
finalHoldViolCount = 0
fmax_ghz = 0.263
setup_ws_ns = 0.791
maxSlewViolCount = 0
fin_tns_setup_ns = 0
period_needed_ns = 3.81
rsz0062_at_grt = false
maxSlewHeadroom_pct = 60.1
setup_violations = 0

[die]
core_mm2 = 0.00986
die_area_mm2 = 0.0146
initCoreUtil_pct = 24.8
fp.dieH_um = 121
row_count = 36
die_w_um = 121
io_pins = 259

[logic_synthesis]
yosys_warnings = 0
ys_seq_share_pct = 0
ys_area_mm2 = 0.00245
synth_area_per_cell_um2 = 8.38
yosysUniqueCellTypes = 23
ys_cells = 292
syn_inst = 292
synth_area_mm2 = 0.00245

[finish]
area_growth_pct = 108
drive_gt1_share_pct = 14.5
fillers = 928
flop-count = 0
seq_area_um2 = 0
n_clock_buffer = 0

[global_route]
antenna_found_initial = 1
gr-total-overflow = 0
grt_use_total_pct = 17.6
grt_start_max_net_pins = 47
grt_pass1_vias = 3312
grt_pass1_wl_um = 20500

[pwr]
powerDensity_mw_per_mm2 = 92.4
total_power_uw = 471
max-vdd-ir-drop_uv = 59.6
power.leakage_nw = 2.01

[critical_path]
required_ns = 3.68
crit_path_max_fanout = 28
path_class = primary input to primary output
startpoint_type = primary input
cp.arrival_ns = 2.89
cp-end-kind = primary output

[worst_hold_path]
hold_class = primary input to primary output

[placed_design]
hpwl_um = 11400
dpl_worst_slack_ns = 0.766
io_buffers = 259
gp_congestion = 0.863

[flow_run]
max_cap_viol_count = 0
tool_warnings = 32

-- placed cells by master, fill, tap and decap left out, types with 6 or more instances in the layout --
cell type / count
and3b_1: 23
clkdlybuf4s50_1: 257
o32a_1: 9
nor2_1: 22
o22a_1: 9
a21oi_1: 9
a21boi_0: 9
buf_4: 6
mux2_2: 12
nand2b_1: 52
a221oi_2: 21
mux2i_1: 32
nor2_2: 10
mux2_4: 20
o22ai_1: 23
-- synthesized netlist by cell type --
library cell   n  area (um^2)
nor2b_4        1         13.8
o22a_1         9         78.8
a221oi_1       2         17.5
nor2b_2        1         8.76
or2_1          1         6.26
o22ai_1       23          144
or3b_1         1         8.76
buf_4          5         37.5
nor2_1        22         82.6
buf_2         13         65.1
and3b_1       23          201
a21oi_1        9         45.0
clkbuf_4       1         7.51
clkbuf_1       9         33.8
mux2i_1       32          320
a21boi_0       9         67.6
mux2_2        12          135
buf_6          7         78.8
mux2_4        20          300
a221oi_2      21          315
o32a_1         9         90.1
nand2b_1      52          325
nor2_2        10         62.6
-- logic make-up after synthesis --
group / count (synthesis) / share of synthesized area, %
simple gates: 111 / 29.0
mux: 64 / 30.9
buf+inv: 35 / 9.11
compound gates: 82 / 31.0
-- layer usage --
layer	wire length [um]	GRT usage [%]	up-vias	share of wire, %
met4	76	0.754	2	0.55
met3	1390	5.90	6	10
li1	-	-	1581	-
met5	13	0	-	0.094
met1	5780	22.0	1424	42
met2	6510	30.2	159	47
-- critical path, cell delays in order --
cell,delay [ns]
clkdlybuf4s50_1,0.54
buf_4,0.29
nand2b_1,0.28
nor2_1,0.20
o32a_1,0.17
clkdlybuf4s50_1,0.48
-- metrics by stage --
stage / instance area (um^2) / util (%) / std cells
4_1_cts: 5090 / 51.6 / 658
2_1_floorplan: 2450 / - / 292
6_report: 5090 / 51.6 / 659
5_1_grt: 5090 / 51.6 / 658
3_5_place_dp: 5090 / 51.6 / 658
3_3_place_gp: 5090 / 51.6 / 658
-- report_power, final --
| group | internal [mW] | total (mW) | switching [mW] |
|---|---|---|---|
| clock network | 0.0000000292 | 0.0000000292 | 0 |
| logic | 0.333 | 0.471 | 0.137 |
| registers | 0 | 0 | 0 |
-- area by class of cell --
cell class                 count  area (um^2)  share of cell area [%]
timing repair buffer         268         2700                    53.0
multi-input combinational    257         2220                    43.6
tap                          133          166                    3.27
antenna                        1         2.50                  0.0491
-- worst paths after layout --
check,cells after the start,startpoint,to,slack [ns]
min,4,c[19],out[19],2.82
max,6,sel[2],out[9],0.79
