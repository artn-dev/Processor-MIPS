$ cat design/flow/config.mk
export PLATFORM = sky130hd
export DESIGN_NAME = MUX4x1
export DESIGN_NICKNAME = MUX4x1
export VERILOG_FILES = /design/flow/design.v
export SDC_FILE = /design/flow/constraint.sdc
export NUM_CORES = 4
export LEC_CHECK = 1
export CORE_AREA = 10 10 95 95
export DIE_AREA = 0 0 105 105
$ cat design/flow/constraint.sdc
current_design MUX4x1

set clk_period 1.0
set clk_io_pct 0.2

create_clock -name clk0 -period $clk_period

set non_clock_inputs [all_inputs -no_clocks]
set_input_delay [expr $clk_period * $clk_io_pct] -clock clk0 $non_clock_inputs
set_output_delay [expr $clk_period * $clk_io_pct] -clock clk0 [all_outputs]
$ cat design/flow/design.v
module MUX4x1 (
    input  wire [31:0] a, b, c, d,
    input  wire [1:0] sel,
    output wire [31:0] out
);
assign out = sel == 0 ? a :
             sel == 1 ? b :
             sel == 2 ? c :
             sel == 3 ? d :
             0;
endmodule
$ cat design/flow/run.sh
#!/bin/bash
# OpenROAD 26Q1-2900-gdf79404cd8, Yosys 0.63+post, stock flow scripts
make -C /OpenROAD-flow-scripts/flow DESIGN_CONFIG=/design/flow/config.mk WORK_HOME=/design/flow/orfs finish
==> flow_summary.ini <==
; physical design summary
[floorplan]
design.portCount = 162
fp_util = 0.1179
placementRows = 30
fp.coreArea_sq_um = 6907
dieHeight_um = 105
chipWidth_um = 105
chip_area_sq_um = 11030

[synth]
synthDominantAreaCellType = sky130_fd_sc_hd__mux4_2
synth_dominant_cell_count = sky130_fd_sc_hd__mux4_2
synth.top_cells.by_area = sky130_fd_sc_hd__mux4_2 83%, sky130_fd_sc_hd__buf_12 7.4%, sky130_fd_sc_hd__mux4_1 6.5%, sky130_fd_sc_hd__buf_2 1.8%, sky130_fd_sc_hd__buf_6 1.4%
avgSynthCellArea_sq_um = 20.89
ys_area_sq_um = 814.5
synth.yosys.seq_area_share = 0
netlist_instances = 39
ys_cells = 39
unique_cell_types = 5
top_cell_area_share = 0.8295
top_cells_by_count = 30 x sky130_fd_sc_hd__mux4_2, 3 x sky130_fd_sc_hd__buf_12, 3 x sky130_fd_sc_hd__buf_2
synth.cell_area_sq_um = 814.5
synth.yosys.warnings = 0

[power]
leakage_nw = 1.125
ir_drop_worst_vdd_uv = 129.8
power.total_uw = 852.7
cellPowerDensity_nw_per_um2 = 358.9

[place]
place.port_buffers = 162
place_hpwl_um = 5693
place.gp.congestion = 0.8447

[grt]
grt.total_usage = 0.1067
grt_first_pass_wirelength_um = 9080
number_of_antenna_violations_at_the_first_check_in_global_routing = 3
grt.overflow.total = 0
largest_net_degree_at_the_start_of_global_routing = 12
number_of_global_route_vias_before_repair = 1490

[final_timing]
finalSetupViolations = 32
finalHoldWorstSlack_ns = 0.8843
finalSetupTns_ns = -8.913
hold_violation_count_in_the_final_report = 0
setup_ws_ns = -0.3168
period_minus_slack_ns = 1.317
max_freq_ghz = 0.7594
finalCritPeriodShare = 1.317
grt_setup_unrepaired = true
worst_pin_slew_ns = 0.1029
relSlewSlack = 0.9314
slew_violations = 0

[cells_and_area]
syn_to_final_growth_pct = 191.7
filler_cell_count = 776
n_clock_buffer = 0
fin_util = 0.3440
flop_area_sq_um = 0
seq_cells = 0
final_layout_size_suffix_gt1_frac = 0.3786

[route]
drt_iter0_markers = 8
drt.antenna.violating_nets = 0
post_drt_via_cell_ratio = 4.013
detailedRoute.firstPassIterationCount = 3
postRouteWirelength_um = 6261
vias = 1220
detail_route.drc_violations = 0
routed_wire_length_per_instance_um = 20.60

[outcome]
violations = setup timing
outcome = finished, violations left

[critical_path]
maximum_fanout_along_the_worst_path = 8
cp_data_arrival_time_ns = 1.12
crit_type = in2out
endpoint_kind = output port
worstPathRequired_ns = 0.80
timing.critical_path.from_type = input pin

[flow_run]
stage_log_warnings = 35
maxCapViolations = 0

[min_path]
worstHoldPathType = in2out
[worst max-delay path, stage by stage]
cell and delay, ns:
sky130_fd_sc_hd__buf_16 0.13, sky130_fd_sc_hd__buf_12 0.13, sky130_fd_sc_hd__mux4_2 0.51, sky130_fd_sc_hd__buf_2 0.14
[power by group]
part / internal, mW / switching [mW]
clock network: 0.000000267 / 0
registers: 0 / 0
logic: 0.632 / 0.221
[area by class of cell]
type                            instances  area [sq um]  share of cell area
Antenna cell                            2         5.005            0.002106
Multi-Input combinational cell         32         720.7              0.3033
Tap cell                               96         120.1             0.05055
Timing Repair Buffer                  174          1530              0.6440
[timing repair]
action / 4_1_cts / 5_1_grt
hold buffers: 0 / 0
endpoints found under the setup margin: 32 / 32
buffers inserted: 0 / 1
gates cloned: 3 / 0
resized: 247 / 2
[placed cells by master (no fill, tap or decap), drive strengths merged]
| master | Yosys | routed |
|---|---|---|
| clkdlybuf4s15 | 0 | 4 |
| diode | 0 | 2 |
| bufbuf | 0 | 1 |
| dlygate4sd2 | 0 | 124 |
| mux4 | 32 | 32 |
| buf | 7 | 45 |
[cells by family (layout without fill, tap and decap cells)]
kind of cell	after synthesis	in the layout	synth area share
muxes	32	32	0.8940
buffers and inverters	7	174	0.1060
other	0	2	0
[through the flow]
step           area (sq um)  setup WS (ns)  instances
5_1_grt                2374        -0.3416        303
4_1_cts                2355        -0.3393        301
6_report               2376        -0.3168        304
3_5_place_dp           2562        -0.9555        298
2_1_floorplan         823.3       -0.09162         39
3_3_place_gp           2562        -0.9215        298
[per-layer routing]
metal	wire length, um	part of all wire	track usage	vias up
li1	-	-	-	543
met1	2467	0.39	0.1229	556
met2	2737	0.44	0.1722	117
met3	1041	0.17	0.07205	2
met4	1	0.00016	0	2
met5	13	0.0021	0	-
[path summary, 6_finish.rpt]
kind	to	cells after the start	start	slack, ns
setup / recovery	out[5]	4	sel[0]	-0.32
hold / removal	out[10]	3	b[10]	0.88
