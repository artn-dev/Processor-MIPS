`design/flow/run.sh`:
```
#!/bin/bash
# OpenROAD 26Q1-2900-gdf79404cd8, Yosys 0.63+post, stock flow scripts
make -C /OpenROAD-flow-scripts/flow DESIGN_CONFIG=/design/flow/config.mk WORK_HOME=/design/flow/orfs finish
```
`design/flow/config.mk`:
```
export PLATFORM = sky130hd
export DESIGN_NAME = Control
export DESIGN_NICKNAME = Control
export VERILOG_FILES = /design/flow/design.v
export SDC_FILE = /design/flow/constraint.sdc
export NUM_CORES = 4
export LEC_CHECK = 1
export CORE_UTILIZATION = 30
```
`design/flow/constraint.sdc`:
```
current_design Control

set clk_period 2.9
set clk_io_pct 0.2

create_clock -name clk0 -period $clk_period [get_ports {clk}]

set non_clock_inputs [all_inputs -no_clocks]
set_input_delay [expr $clk_period * $clk_io_pct] -clock clk0 $non_clock_inputs
set_output_delay [expr $clk_period * $clk_io_pct] -clock clk0 [all_outputs]
```
`design/flow/design.v`:
```
module Control(
	input  wire clk, rst,
        input  wire [5:0] opcode,
        input  wire [5:0] funct,
	output wire pc_load,
	output wire mem_write,
	output wire ins_load,
	output wire reg_write,
	output wire regA_load,
	output wire regB_load,
	output wire aluout_load,
	output wire mdr_load,
	output wire mux_alusrcA,
        output wire mux_desin,
	output wire [1:0] mux_pcin,
	output wire [1:0] mux_IorD,
	output wire [1:0] mux_regdst,
	output wire [1:0] mux_alusrcB,
	output wire [1:0] adjsz_ctrl,
	output wire [1:0] memow_ctrl,
        output wire [1:0] mux_desn,
	output wire [2:0] mux_mem2reg,
	output wire [2:0] alu_op,
        output wire [2:0] des_op
);
parameter RESET      = 5'd0;
parameter START      = 5'd1;
parameter FETCH1     = 5'd2;
parameter FETCH2     = 5'd3;
parameter DECODE     = 5'd4;
parameter SAVE_REG1  = 5'd5;
parameter SAVE_REG2  = 5'd6;
parameter ADDI       = 5'd7;
parameter ALU_INST   = 5'd8;
parameter LOAD1      = 5'd9;
parameter LOAD2      = 5'd10;
parameter LOAD3      = 5'd11;
parameter LUI        = 5'd12;
parameter LW         = 5'd13;
parameter LH         = 5'd14;
parameter LB         = 5'd15;
parameter SW         = 5'd16;
parameter SH         = 5'd17;
parameter SB         = 5'd18;
parameter SAVE_MEM1  = 5'd19;
parameter SAVE_MEM2  = 5'd20;
parameter SAVE_MEM3  = 5'd21;
parameter SAVE_MEM4  = 5'd22;
parameter SAVE_MEM5  = 5'd23;
parameter JUMP1      = 5'd24;
parameter JUMP2      = 5'd25;
parameter SAVE_INST1 = 5'd26;
parameter SAVE_INST2 = 5'd27;
parameter JR         = 5'd28;
parameter SHIFT1     = 5'd29;
parameter SHIFT2     = 5'd30;
reg rpc_load;
reg rmem_write;
reg rins_load;
reg rreg_write;
reg rregA_load;
reg rregB_load;
reg raluout_load;
reg rmdr_load;
reg rmux_alusrcA;
reg rmux_desin;
reg [1:0] rmux_pcin;
reg [1:0] rmux_IorD;
reg [1:0] rmux_regdst;
reg [1:0] rmux_alusrcB;
reg [1:0] radjsz_ctrl;
reg [1:0] rmemow_ctrl;
reg [1:0] rmux_desn;
reg [2:0] rmux_mem2reg;
reg [2:0] ralu_op;
reg [2:0] rdes_op;
reg [5:0] state;
assign pc_load     = rpc_load;
assign mem_write   = rmem_write;
assign ins_load    = rins_load;
assign reg_write   = rreg_write;
assign regA_load   = rregA_load;
assign regB_load   = rregB_load;
assign aluout_load = raluout_load;
assign mux_alusrcA = rmux_alusrcA;
assign mux_pcin    = rmux_pcin;
assign mux_IorD    = rmux_IorD;
assign mux_regdst  = rmux_regdst;
assign mux_alusrcB = rmux_alusrcB;
assign mux_mem2reg = rmux_mem2reg;
assign alu_op      = ralu_op;
assign adjsz_ctrl  = radjsz_ctrl;
assign memow_ctrl  = rmemow_ctrl;
assign mdr_load    = rmdr_load;
assign des_op      = rdes_op;
assign mux_desin   = rmux_desin;
assign mux_desn    = rmux_desn;
always @(posedge clk, posedge rst) begin
  if (rst) begin
    rpc_load     <= 0;
    rmem_write   <= 0;
    rins_load    <= 0;
    rreg_write   <= 0;
    rregA_load   <= 0;
    rregB_load   <= 0;
    raluout_load <= 0;
    rmdr_load    <= 0;
    rmux_alusrcA <= 0;
    rmux_pcin    <= 0;
    rmux_IorD    <= 0;
    rmux_regdst  <= 0;
    rmux_alusrcB <= 0;
    rmux_mem2reg <= 0;
    ralu_op      <= 0;
    radjsz_ctrl  <= 0;
    rmemow_ctrl  <= 0;
    rdes_op      <= 0;
    rmux_desn    <= 0;
    rmux_desin   <= 0;
    state        <= START;
  end else begin
    case (state)
      START: begin
        rpc_load       <= 0;
        rmem_write     <= 0;
        rins_load      <= 0;
        rreg_write     <= 1;
        rregA_load     <= 0;
        rregB_load     <= 0;
        raluout_load   <= 0;
        rmdr_load      <= 0;
        rmux_alusrcA   <= 0;
        rmux_pcin      <= 0;
        rmux_IorD      <= 0;
        rmux_regdst    <= 2;
        rmux_alusrcB   <= 0;
        rmux_mem2reg   <= 6;
        ralu_op        <= 0;
        radjsz_ctrl    <= 0;
        rmemow_ctrl    <= 0;
        rdes_op        <= 0;
        rmux_desn      <= 0;
        rmux_desin     <= 0;
        state          <= RESET;
      end
      RESET: begin
        rpc_load       <= 0;
        rmem_write     <= 0;
        rins_load      <= 0;
        rreg_write     <= 0;
        rregA_load     <= 0;
        rregB_load     <= 0;
        raluout_load   <= 0;
        rmdr_load      <= 0;
        rmux_alusrcA   <= 0;
        rmux_pcin      <= 0;
        rmux_IorD      <= 0;
        rmux_regdst    <= 0;
        rmux_alusrcB   <= 0;
        rmux_mem2reg   <= 0;
        ralu_op        <= 0;
        radjsz_ctrl    <= 0;
        rmemow_ctrl    <= 0;
        rdes_op        <= 0;
        rmux_desn      <= 0;
        rmux_desin     <= 0;
        state          <= FETCH1;
      end
      FETCH1: begin
        rmem_write     <= 0;
	rmux_IorD      <= 0;
	rins_load      <= 1;
	rmux_alusrcA   <= 0;
	rmux_alusrcB   <= 1;
	rmux_pcin      <= 0;
	ralu_op        <= 1;
	rpc_load       <= 1;
	rmdr_load      <= 1;
        state          <= FETCH2;
      end
      FETCH2: begin
	rpc_load       <= 0;
	rregA_load     <= 1;
	rregB_load     <= 1;
	rins_load      <= 0;
	state          <= DECODE;
      end
      DECODE: begin
	rregA_load     <= 0;
	rregB_load     <= 0;
	state          <= (opcode == 6'hf)  ? LUI        :
			  (opcode == 6'h8)  ? ADDI       :
			  (opcode == 6'h0)  ? ALU_INST   :
			  (opcode == 6'h23) ? LW         :
			  (opcode == 6'h21) ? LH         :
			  (opcode == 6'h20) ? LB         :
                          (opcode == 6'h2b) ? SW         :
                          (opcode == 6'h29) ? SH         :
                          (opcode == 6'h28) ? SB         :
                          (opcode == 6'h2)  ? JUMP1      :
                          (opcode == 6'h3)  ? SAVE_INST1 :
		          FETCH1;
      end
      ADDI: begin
	rmux_alusrcA   <= 1;
	rmux_alusrcB   <= 2;
	ralu_op        <= 1;
	raluout_load   <= 1;
	rmux_regdst    <= 0;
	rmux_mem2reg   <= 1;
        state          <= SAVE_REG1;
      end
      LUI: begin
	rmux_regdst    <= 0;
	rmux_mem2reg   <= 2;
        state          <= SAVE_REG1;
      end
      ALU_INST: begin
	rmux_alusrcA   <= 1;
	rmux_alusrcB   <= 0;
	ralu_op        <= (funct == 6'h20) ? 1 :
			  (funct == 6'h22) ? 2 :
			  (funct == 6'h24) ? 3 :
			  0;
	raluout_load   <= 1;
	rmux_regdst    <= 1;
	rmux_mem2reg   <= 1;
        state          <= (funct == 6'h0 ||
                           funct == 6'h2 ||
                           funct == 6'h3 ||
                           funct == 6'h4 ||
                           funct == 6'h7) ? SHIFT1 :
                          (funct == 6'h8) ? JR     :
                          SAVE_REG1;
      end
      LW: begin
	radjsz_ctrl    <= 0;
        state          <= LOAD1;
      end
      LH: begin
	radjsz_ctrl    <= 2;
        state          <= LOAD1;
      end
      LB: begin
	radjsz_ctrl    <= 1;
        state          <= LOAD1;
      end
      LOAD1: begin
	rmux_alusrcA   <= 1;
	rmux_alusrcB   <= 2;
	ralu_op        <= 1;
	raluout_load   <= 1;
	rmux_IorD      <= 1;
	rmdr_load      <= 1;
        state          <= LOAD2;
      end
      LOAD2: state     <= LOAD3;
      LOAD3: begin
	rmux_regdst    <= 0;
	rmux_mem2reg   <= 0;
        state          <= SAVE_REG1;
      end
      SAVE_REG1: begin
	rreg_write     <= 1;
        rmem_write     <= 0;
	rmux_IorD      <= 0;
	rdes_op        <= 0;
        state          <= SAVE_REG2;
      end
      SAVE_REG2: begin
	rreg_write     <= 0;
        state          <= FETCH1;
      end
      SW: begin
	rmux_alusrcA   <= 1;
	rmux_alusrcB   <= 2;
	ralu_op        <= 1;
	raluout_load   <= 1;
	rmux_IorD      <= 1;
	rmemow_ctrl    <= 0;
	state          <= SAVE_MEM1;
      end
      SH: begin
	rmux_alusrcA   <= 1;
	rmux_alusrcB   <= 2;
	ralu_op        <= 1;
	raluout_load   <= 1;
	rmux_IorD      <= 1;
	rmemow_ctrl    <= 2;
	state          <= SAVE_MEM1;
      end
      SB: begin
	rmux_alusrcA   <= 1;
	rmux_alusrcB   <= 2;
	ralu_op        <= 1;
	raluout_load   <= 1;
	rmux_IorD      <= 1;
	rmemow_ctrl    <= 1;
	state          <= SAVE_MEM1;
      end
      SAVE_MEM1: begin
	rmem_write     <= 1;
	state          <= SAVE_MEM2;
      end
      SAVE_MEM2: state <= SAVE_MEM3;
      SAVE_MEM3: state <= SAVE_MEM4;
      SAVE_MEM4: begin
        rmem_write     <= 0;
	rmux_IorD      <= 0;
	state          <= SAVE_MEM5;
      end
      SAVE_MEM5: state <= FETCH1;
      JUMP1: begin
        rmux_pcin      <= 2;
        rpc_load       <= 1;
        rreg_write     <= 0;
        state          <= JUMP2;
      end
      JUMP2: begin
        rmux_pcin      <= 0;
        rpc_load       <= 0;
        state          <= FETCH1;
      end
      SAVE_INST1: begin
        rmux_alusrcA   <= 0;
        ralu_op        <= 0;
        state          <= SAVE_INST2;
      end
      SAVE_INST2: begin
        rreg_write     <= 1;
        rmux_mem2reg   <= 1;
        rmux_regdst    <= 3;
        state          <= JUMP1;
      end
      JR: begin
        rmux_pcin      <= 1;
        rpc_load       <= 1;
        state          <= JUMP2;
      end
      SHIFT1: begin
	rmux_desn      <= (funct == 6'h4 || funct == 6'h7) ? 1 : 0;
	rmux_desin     <= (funct == 6'h4 || funct == 6'h7) ? 0 : 1;
        rdes_op        <= 1;
        state          <= SHIFT2;
      end
      SHIFT2: begin
        rdes_op        <= (funct == 6'h0 || funct == 6'h4) ? 2 :
			  (funct == 6'h3 || funct == 6'h7) ? 4 :
			  (funct == 6'h2) ? 3                  :
		          0;
        rmux_regdst    <= 1;
        rmux_mem2reg   <= 5;
        state          <= SAVE_REG1;
      end
    endcase
  end
end
endmodule
```
==> qor.yml <==
yosys:
  dominantRegCellSynth: "sky130_fd_sc_hd__dfrtp_1"
  simple_gate_area_frac: 0.216
  post_synth_ao_oa_area_fraction: 0.0805
  yosys-top-cells-count: "59 x sky130_fd_sc_hd__dfrtp_1, 21 x sky130_fd_sc_hd__nor2_1, 12 x sky130_fd_sc_hd__nand2_1"
  yosys.area_share.adder: 0
  yosys.cell_types.count: 45
  synth-area-yosys_um2: 2280
  syn_inst: 193
  top_cell: "sky130_fd_sc_hd__dfrtp_1"
  synth-async-reset-ratio: 1.00
  mux_area_fraction: 0.00438
  synth.cell_area_um2: 2280
  seq_area_frac_synth: 0.658
  top_cells_by_area: "sky130_fd_sc_hd__dfrtp_1 65%, sky130_fd_sc_hd__nor2_1 3.5%, sky130_fd_sc_hd__nor3_1 2.2%"
  largest_area_cell: "sky130_fd_sc_hd__dfrtp_1"
  topCombFamilyByArea: "simple AND/OR/NAND/NOR gates"
  ys.warnings.count: 1
  edf_count: 0
  ys.flops: 60
  post_synth_xor_area_fraction: 0.00767
  synth_largest_type_area_fraction: 0.647
  cell_count_in_the_yosys_report: 193
  postSynthAreaPerCell_um2: 11.8
timing:
  rsz0062_at_grt: "false"
  finalHoldViolCount: 0
  final_max_slew_viol_count: 0
  finClkSkew_ns: 0.00865
  timing.max_slew.rel_slack: 0.521
  layout_setup_ws_ns: 1.08
  setup-tns-final_ns: 0
  fmax_mhz: 550
  finalClockPeriodUsage: 0.627
  setup_viol_count_final: 0
  timing_worst_slew_pin_value_ns: 0.719
  final.min_clock_period_ns: 1.82
grt:
  grt_start_max_net_pins: 61
  grt-ovfl-total: 0
  via_count_of_the_first_global_routing_pass: 1519
  grt_antenna_before_repair: 0
  grt_usage: 0.129
  grt_pass1_wl_mm: 7.46
power_and_ir_drop:
  share_seq_of_total_power: 0.514
  ir_drop_mv: 0.229
  total_leakage_power_uw: 0.00133
  power-per-cell-area_nw_per_um2: 573
  power.internal_uw: 1350
  p_total_uw: 1720
  switching_share: 0.215
  pwr-share-comb: 0.071
  power.net_switching_uw: 369
  power.share.clock: 0.415
floorplanning:
  die.size.x_um: 89.2
  rows: 31
  floorplanUtilization: 0.313
  floorplan.io_pins: 47
  chipArea_um2: 7960
  die_y_um: 89.2
  core-area_um2: 7290
route:
  routedWlPerCell_um: 12.8
  drt_pass1_iterations: 4
  vias: 1559
  drt_wl_total_mm: 4.42
  drtAntennaViolNets: 0
  drcViolationCount: 0
  insertedDiodeCount: 0
  detail_route.vias_per_cell: 4.52
  drt_first_iter_violations: 66
clock_tree:
  ctsHtreeMaxLevel: 3
  cts_buffers: 9
  worst_setup_hold_path_clk_slew_ns: 0.06
  post_cts_buffers: 0
  cts-root-buf: "sky130_fd_sc_hd__clkbuf_8"
  clock_tree.buffer_depth: 2
  cts.hold.buffers_added: 0
  cts_tree: "built"
  cts.sink_count: 60
  cts_resized: 0
  insertion_delay_ns: 0.32
status:
  status: "completed"
setup_path:
  max_stage_delay_ns: 0.55
  crit_path_start_kind: "primary input"
  cp-end-kind: "register"
  cp_data_arrival_time_ns: 2.01
  timing_worst_setup_path_type: "in -> reg"
  cp.required_ns: 3.09
  worstPathMaxFanout: 7
  path_cells: "clkdlybuf4s50_1 -> or4b_1 -> nor3_1 -> o21ai_0"
  critPathSlowestCell: "sky130_fd_sc_hd__or4b_1"
  worst_r2r_path_depth: 4
flow_run:
  max_cap_viol_count: 0
  stage_log_warnings: 25
hold_path:
  min_path_cells: 0
  worstHoldPathType: "reg -> reg"
placed_design:
  detailedPlace.worstSlack_ns: 0.771
  post_detailed_placement_half_perimeter_wirelength_mm: 3.24
  gp_congestion: 0.811
  placement.io_buffers: 43
cells_and_area:
  area.growth.synth_to_final_pct: 31.1
  layout.core_utilization: 0.411
  final.fill_count: 702
  layout-drive-gt1-share: 0.122
[power groups by stage]
stage	Combinational (µW)	Clock [µW]	Sequential, µW
after CTS	124	742	883
after global routing	139	781	886
final	121	712	883
[critical path: cells and delay by family]
family          cells  cell delay, ns
buf+inv             1            0.53
simple gates        2            0.76
compound gates      1            0.13
[cells in the final DEF (no fill, tap or decap), types with 2 or more instances in the layout]
cell type and n:
sky130_fd_sc_hd__inv_2 2, sky130_fd_sc_hd__conb_1 4, sky130_fd_sc_hd__or3_1 4, sky130_fd_sc_hd__a31o_2 2, sky130_fd_sc_hd__dfrtp_1 59, sky130_fd_sc_hd__or2_2 4
sky130_fd_sc_hd__clkinv_2 2, sky130_fd_sc_hd__o31ai_1 3, sky130_fd_sc_hd__nor2_1 21, sky130_fd_sc_hd__clkbuf_8 10, sky130_fd_sc_hd__nor2b_1 4, sky130_fd_sc_hd__o21ai_0 7
sky130_fd_sc_hd__inv_1 2, sky130_fd_sc_hd__clkbuf_1 2, sky130_fd_sc_hd__nor4b_1 4, sky130_fd_sc_hd__nand3b_1 4, sky130_fd_sc_hd__a21o_1 2, sky130_fd_sc_hd__nor3b_1 3
sky130_fd_sc_hd__nor3_1 10, sky130_fd_sc_hd__nand2_1 12, sky130_fd_sc_hd__o21bai_1 2, sky130_fd_sc_hd__nor4_1 7, sky130_fd_sc_hd__a21oi_1 4, sky130_fd_sc_hd__clkdlybuf4s50_1 43
sky130_fd_sc_hd__nand3_1 6
[stage by stage]
step | cell area (µm²) | hold slack [ns] | std cells
finish | 2990 | 0.348 | 345
global route | 2990 | 0.363 | 345
CTS | 2990 | 0.349 | 345
detailed placement | 2800 | 0.335 | 329
global placement | 2800 | 0.332 | 329
floorplan | 2290 | 0.331 | 196
[layer usage]
layer | global-route usage | part of all wire | vias up
met5 | 0 | 0 | -
met2 | 0.199 | 0.48 | 38
met1 | 0.190 | 0.46 | 739
li1 | - | - | 776
met4 | 0.0144 | 0.013 | 0
met3 | 0.0431 | 0.053 | 6
[flip-flops by register name, summed over array words and instances (netlist names)]
register and count:
radjsz_ctrl 2, rmux_regdst 2, rmux_pcin 2, rmux_alusrcB 2
rreg_write 1, rregA_load 1, rmem_write 1, state 31
rmemow_ctrl 2, rmdr_load 1, rins_load 1, ralu_op 2
rmux_mem2reg 3, rmux_alusrcA 1, rdes_op 3, raluout_load 1
rmux_IorD 1, rpc_load 1, rmux_desn 1, rmux_desin 1
[worst paths after layout]
check	from	end	slack, ns
max	funct[1]	state[20]	1.08
min	state[6]	state[21]	0.35
max reg2reg	state[2]	ralu_op[0]	1.39
min reg2reg	state[6]	state[21]	0.35
max in group asynchronous	rst	state[24]	1.64
min in group asynchronous	rst	state[19]	0.77
[area by class of cell]
type,count,area (µm²),area share
multi-input cells,122,721,0.241
well taps,99,124,0.0414
clock buffers,12,145,0.0485
repair buffers,44,438,0.146
flip-flops and latches,60,1500,0.502
inverters,4,15.0,0.00501
clock inverters,4,48.8,0.0163
[logic make-up after synthesis]
logic type	count (synthesis)
multiplexers	1
XOR/XNOR	2
AND/OR/NAND/NOR	88
other	1
flip-flops	60
buffers and inverters	14
AND-OR/OR-AND	27
Power figures rest on the tool's default switching activity, not on a simulated workload.
